<file path="flow/run.sh">
#!/bin/bash
# OpenROAD 26Q1-2900-gdf79404cd8, Yosys 0.63+post, stock flow scripts
make -C /OpenROAD-flow-scripts/flow DESIGN_CONFIG=/design/flow/config.mk WORK_HOME=/design/flow/orfs finish
</file>
<file path="flow/config.mk">
export PLATFORM = sky130hd
export DESIGN_NAME = mipsFull
export DESIGN_NICKNAME = mipsFull
export VERILOG_FILES = /design/flow/design.v
export SDC_FILE = /design/flow/constraint.sdc
export NUM_CORES = 4
export LEC_CHECK = 1
export CORE_UTILIZATION = 40
</file>
<file path="flow/constraint.sdc">
current_design mipsFull

set clk_period 32.2
set clk_io_pct 0.2

create_clock -name clk0 -period $clk_period [get_ports {clk}]

set non_clock_inputs [all_inputs -no_clocks]
set_input_delay [expr $clk_period * $clk_io_pct] -clock clk0 $non_clock_inputs
set_output_delay [expr $clk_period * $clk_io_pct] -clock clk0 [all_outputs]
</file>
<file path="flow/design.v">
module mipsFull(input clk,reset,output[31:0] pc_out, alu_result);
	reg [31:0] PC;
	wire [31:0] pc_next,signExOut;
	wire [31:0] Instruction,WriteData,ReadData1,ReadData2,ALUin,ALUResult,MemoryData;
	wire RegDst,Branch,BranchTest,MemRead,Jump,MemtoReg,MemWrite,ALUSrc,RegWrite,zero;
	wire [1:0] ALUOp;
	wire [3:0] ALUCon;
	wire [4:0] WriteRegister;
	always @(posedge clk or posedge reset)  
	 begin   
		  if(reset)   
			   PC <= 0;  
		  else  
			   PC <= pc_next;  
	 end
	InstructionMemory InstructionMemory1(.ReadAddress(PC),.Instruction(Instruction));
	control control1(.reset(reset),.instruction5(Instruction[31:26]),.RegDst(RegDst),.Branch(Branch),
						.Jump(Jump),.MemRead(MemRead),.MemtoReg(MemtoReg),.ALUOp(ALUOp),
						.MemWrite(MemWrite),.ALUSrc(ALUSrc),.RegWrite(RegWrite),.BranchTest(BranchTest));
	assign WriteRegister=RegDst?Instruction[15:11]:Instruction[20:16];
	Registers registers1(.clk(clk),.ReadRegister1(Instruction[25:21]),.ReadRegister2(Instruction[20:16]),
						.WriteRegister(WriteRegister),.WriteData(WriteData),.ReadData1(ReadData1),
						.ReadData2(ReadData2),.RegWrite(RegWrite),.reset(reset));
	ALUControl ALUControl1(.instruction1(Instruction[5:0]),.ALUop(ALUOp),.ALUCon(ALUCon));
	assign signExOut={{16{1'b0}},Instruction[15:0]};
	mux32 mux32ALU(.D0(ReadData2),.D1(signExOut),.select(ALUSrc),.Out(ALUin));
	ALU ALU1(.A(ReadData1),.B(ALUin),.ALUCon(ALUCon),.Zero(zero),.ALUResult(ALUResult));
	DataMemory DataMemory1(.clk(clk),.Address(ALUResult),.WriteData(ReadData2),.ReadData(MemoryData),
							.MemRead(MemRead),.MemWrite(MemWrite),.reset(reset));
	mux32 mux32DataMem(.D0(ALUResult),.D1(MemoryData),.select(MemtoReg),.Out(WriteData));
	pcModule pcModule1(.Zero(zero),.Branch(Branch),.BranchTest(BranchTest),.Jump(Jump),.PC(PC),.instruction1(signExOut),.instruction6(Instruction[25:0]),.pc_next(pc_next));
	assign pc_out=pc_next;
	assign alu_result=ALUResult;
endmodule 
module ALU(A,B,ALUCon,Zero,ALUResult);
	input [31:0] A,B;
	input [3:0] ALUCon;
	output reg [31:0] ALUResult;
	output reg Zero;
	always@(*)
	begin
		case(ALUCon)
			4'b0010: ALUResult=A+B;
			4'b0110: ALUResult=A-B;
			4'b0000: ALUResult=A & B;
			4'b0001: ALUResult=A | B;
			4'b0111: ALUResult=(A<B);
			4'b0011: ALUResult=~(A | B);
			default: ALUResult=A+B;
		endcase 
		Zero =(ALUResult==0);	
	end
endmodule 
module Registers(clk,ReadRegister1,ReadRegister2,WriteRegister,WriteData,ReadData1,ReadData2,RegWrite,reset);
	input [4:0] ReadRegister1,ReadRegister2,WriteRegister;
	input [31:0] WriteData;
	input RegWrite,reset,clk;
	output [31:0] ReadData1,ReadData2;
	reg [31:0] regBank [8:0];  
	integer i;
	always@ (posedge clk)
	begin
	if(reset) 
		for(i=0;i<9;i=i+1)  
			regBank[i] <= 0;  
    else
    	begin
		if(RegWrite)  
			regBank[WriteRegister]<=WriteData;
		end
	end
	assign ReadData1=regBank[ReadRegister1];  
	assign ReadData2=regBank[ReadRegister2];
endmodule 
module DataMemory(clk,Address,WriteData,ReadData,MemRead,MemWrite,reset);
	input[31:0] Address,WriteData;
	input MemRead,MemWrite,reset,clk;
	output reg [31:0] ReadData;
	integer i;  
	reg [31:0] ram [7:0];  
    wire [2:0] ramAddress = Address[2:0];  
	always@(posedge clk)
	begin
		if(reset)
		begin 
		   	for(i=0;i<8;i=i+1)
		        ram[i] <=0;  
		end
		else 
		begin
			if(MemWrite)
				ram[ramAddress] <= WriteData;  
		end
		ReadData = (MemRead==1'b1) ? ram[ramAddress]:0;  
	end
endmodule
module InstructionMemory(ReadAddress,Instruction);
	input[31:0] ReadAddress;
	output reg [31:0] Instruction;
    reg [31:0] rom [15:0];  
    wire [3:0] romAddress = ReadAddress[5:2];  
      initial
      begin  
		rom[1]=32'hA0210000;
		rom[2]=32'hA0420001;
		rom[3]=32'hA0630000;
		rom[4]=32'hA0840014;
		rom[5]=32'h222820;
		rom[6]=32'hA0410000;
		rom[7]=32'hA0A20000;
		rom[8]=32'hA0630002;
		rom[9]=32'h10640001;
		rom[10]=32'h98000005;
		rom[11]=32'hAC850005;
		rom[12]=32'h85302A;
		rom[13]=32'b00000000000000000000000000000000;
		rom[14]=32'b00000000000000000000000000000000;
		rom[15]=32'b00000000000000000000000000000000;
		rom[0]=32'b00000000000000000000000000000000;  
      end 
	always@(* )
		Instruction<=rom[romAddress]; 
endmodule 
module mux32(D0,D1,select,Out);
	input [31:0]D0,D1;
	input select;
	output reg [31:0] Out;
	always@(*)
		if(select)
			Out<=D1;
		else 
			Out<=D0;
endmodule
module pcModule(input Zero,Branch,BranchTest,Jump,input [31:0]PC,instruction1,
				input[25:0] instruction6,output [31:0]pc_next);
		wire [31:0] pc2,pc3,pc4,pc5,pc;
		wire pc6;
		assign pc4=PC+4;
		assign pc5=pc4+(instruction1<<2);
		assign pc2={pc4[31:28],instruction6[25:0],{2{1'b0}}};
		assign pc6=(BranchTest^Zero) & Branch;
		mux32 m2(pc4,pc5,pc6,pc3);
		mux32 m1(pc3,pc2,Jump,pc_next);
endmodule 
module ALUControl(instruction1,ALUop,ALUCon);
	input [5:0] instruction1;  
	input [1:0]ALUop;	 
	output reg [3:0] ALUCon;  
	wire [7:0] ALUControlIn;  
	assign ALUControlIn = {ALUop,instruction1};
	always@(*)
	begin
		casex(ALUControlIn)
			8'b10100000: ALUCon=4'b0010; 
			8'b10100010: ALUCon=4'b0110; 
			8'b10100100: ALUCon=4'b0000; 
			8'b10100101: ALUCon=4'b0001; 
			8'b10101010: ALUCon=4'b0111; 
			8'b10101111: ALUCon=4'b0011; 
			8'b01xxxxxx: ALUCon=4'b0110; 
			8'b00xxxxxx: ALUCon=4'b0010; 
			default: ALUCon=4'b0010;
		endcase
	end
endmodule 
module control(reset,instruction5,RegDst,Branch,Jump,MemRead,MemtoReg,
				ALUOp,MemWrite,ALUSrc,RegWrite,BranchTest);
	input reset;
	input [5:0] instruction5;
	output reg RegDst,Branch,BranchTest,MemRead,Jump,MemtoReg,MemWrite,ALUSrc,RegWrite;
	output reg [1:0] ALUOp;
	always@(*)
	begin
		if(reset)
		  begin  
				RegDst=0;
				Branch=0;
				Jump=0;
				BranchTest=0;
				MemRead=0;
				MemtoReg=0;
				ALUOp=0;
				MemWrite=0;
				ALUSrc=0;
				RegWrite=0;	 
		  end  
		  else begin  
			  case(instruction5)
				6'b000000:begin	 
					RegDst=1;
					Branch=0;
					Jump=0;
					BranchTest=0;
					MemRead=0;
					MemtoReg=0;
					ALUOp=2'b10;
					MemWrite=0;
					ALUSrc=0;
					RegWrite=1;
				end
				6'b100011:begin	 
					RegDst=0;
					Branch=0;
					Jump=0;
					BranchTest=0;
					MemRead=1;
					MemtoReg=1;
					ALUOp=2'b00;
					MemWrite=0;
					ALUSrc=1;
					RegWrite=1;
				end
				6'b101011:begin	 
					RegDst=0;
					Branch=0;
					Jump=0;
					BranchTest=0;
					MemRead=0;
					MemtoReg=0;
					ALUOp=2'b00;
					MemWrite=1;
					ALUSrc=1;
					RegWrite=0;	
				end
				6'b101000:begin	 
					RegDst=0;
					Branch=0;
					Jump=0;
					BranchTest=0;
					MemRead=0;
					MemtoReg=0;
					ALUOp=2'b00;
					MemWrite=0;
					ALUSrc=1;
					RegWrite=1;	
				end
				6'b100110:begin	 
					RegDst=0;
					Branch=0;
					Jump=1;
					BranchTest=0;
					MemRead=0;
					MemtoReg=0;
					ALUOp=0;
					MemWrite=0;
					ALUSrc=0;
					RegWrite=0;	
				end
				6'b000100:begin	 
					RegDst=0;
					Branch=1;
					Jump=0;
					BranchTest=0;
					MemRead=0;
					MemtoReg=0;
					ALUOp=2'b01;
					MemWrite=0;
					ALUSrc=0;
					RegWrite=0;	
				end
				6'b000110:begin	 
					RegDst=0;
					Branch=1;
					Jump=0;
					BranchTest=1;
					MemRead=0;
					MemtoReg=0;
					ALUOp=2'b01;
					MemWrite=0;
					ALUSrc=0;
					RegWrite=0;	
				end
				default :begin
					RegDst=0;
					Branch=0;
					Jump=0;
					MemRead=0;
					MemtoReg=0;
					ALUOp=0;
					MemWrite=0;
					ALUSrc=0;
					RegWrite=0;
				end
			endcase
		end
	end
endmodule 
</file>
==> reports/metrics.csv <==
metric,value,unit
run_status,"finished, final reports clean",
ys_warn_count,8,
tns,0,ps
path_class,input port to output pin,
crit_fanout,25,
unconstrained_endpoints,1,
grt.overflow.total,0,
antenna_found_initial,0,
yosys_area,20600,um^2
layout_top_cell,nor2_1,
final_cell_mix,"nor2_1, nand2_1, edfxtp_1",
hpwl,42.2,mm
min_from,PC[1],
dp.cells,2912,
drt-initial-drc-count,1385,
post_drt_wl_per_cell,22.2,um
min_path_type,flop to flop,
slowest_stage,clkdlybuf4s50_1,
fin_hold_ws,481,ps
core,50500,um^2
cts_tree,done,
routabilityCongestion,0.953,
fin_crit_sh,66.6,%
hold_end,PC[1],
start_kind,input port,
antenna_left,0,
ys_cells,2282,
area_growth,12.7,%
clk_pin_slew,60,ps
clockRootBuffer,clkbuf_16,
async_reset_ff_share,11.1,%
maxCapViolCount,0,
fin_crit,21430,ps
required,25760,ps
worstHoldPathCells,1,
cp-end-kind,output pin,
syn_area_per_cell,9.04,um^2
crit_top_cell,or4_1,
rsz0062_at_grt,no,
fmax,46.7,MHz
worstMarginPinSlew,983,ps
synthesis.area,20600,um^2
edf_count,256,
max_slew_margin,34.5,%
rr_worst_depth,27,
unclocked_regs,1,
finClkSkew,26.3,ps
first_global_vias,16900,
hold_buffers,0,
critPathArrivalTime,14990,ps
viasPerCell,5.88,
synth-main-ff-cell,edfxtp_1,
finalHoldViolations,0,
ctsResizeCount,0,
fp_util,40.9,%
dr.pass1.iters,6,
synth_area_leader_cell,edfxtp_1,
num_antenna_cells,0,
dieArea,52500,um^2
rr_startpoint,PC[3],
placementRows,82,
cts_buffer_depth,3,
drc,0,
grt_max_degree,75,
synth.top_cell.area_share,37.3,%
drv_slew,0,
h-tree-depth,2,
synthTopCellsByArea,"edfxtp_1, mux4_2, nor2_1",
critical_path.max_stage_delay,630,ps
setup_viol,0,
cts_setup_buffers,0,
place_area,22000,um^2
synthCells,2282,
r2r_slack,21710,ps
warnings,61,
die_x,229,um
stdcell_count,2979,
grt_use_total,26.5,%
io_buffers,65,
vias,17500,
wirelength,66.1,mm
final_cell_area,23200,um^2
ys_seq_elements,289,
insertion_delay,550,ps
grt_pass1_wl,100,mm
fp.dieH,229,um
io_pins,66,
cts_inserted_buffers,37,
rr_endpoint,PC[27],
drive_above_1_share,10.8,%
synthDistinctLibCells,95,
-- routing by layer --
metal	track usage [%]	part of all wire, %
met3	12.0	13
met4	8.04	3.5
met5	0.276	0
met1	38.1	40
met2	37.3	43
-- registers in the layout (all words and copies together), names as in the netlist --
register,count
registers1.regBank,256
PC,32
control1.BranchTest,1
-- worst max-delay path: cells and delay by family --
kind	cells	cell delay, ps
AND-OR/OR-AND	8	2160
adder cells (fa/ha/maj)	2	620
buffers and inverters	5	1630
AND/OR/NAND/NOR	11	4100
-- worst max path at each step --
| stage | start | to |
|---|---|---|
| 6_report | reset | pc_out[24] |
| 5_1_grt | reset | pc_out[24] |
| 4_1_cts | reset | pc_out[24] |
-- cell type report --
cell class	instances	area [um^2]
Sequential cell	289	8500
Tap cell	672	841
Inverter	114	428
Timing Repair Buffer	115	1030
Fill cell	4610	27200
Clock buffer	47	1010
Multi-Input combinational cell	1722	11200
Clock inverter	20	289
-- cells in the mapped netlist (6+ instances only) --
library cell,n
nor2_1,361
nand2_1,350
edfxtp_1,256
nand3_1,205
clkbuf_1,122
inv_1,107
ha_1,78
a21oi_1,77
mux4_2,63
mux2i_1,58
o21ai_0,47
nor3_1,41
dfrtp_1,32
xnor2_1,31
or2_2,30
xor2_1,23
buf_1,22
nand2b_1,20
nand4_1,19
a21o_1,17
o21a_1,16
o31ai_1,15
nor2b_1,14
o211ai_1,13
and3_1,12
or3_1,11
and2_1,10
buf_2,10
o21bai_1,10
mux2_1,9
a22o_1,8
nor4_1,8
o31a_1,8
or4_1,8
a221o_1,7
a22oi_1,7
a31oi_1,7
and4_1,7
o211a_1,7
o221ai_1,7
a211oi_1,6
a31o_2,6
inv_2,6
o21ai_1,6
o22ai_1,6
-- logic make-up (layout without fill, tap and decap cells) --
kind of cell	count (synthesis)	count (layout)	share of synthesized area, %
AND-OR/OR-AND	335	335	11.7
XOR/XNOR	54	54	2.29
adder cells (fa/ha/maj)	81	81	5.02
buffers and inverters	271	296	5.06
flip-flops	288	288	41.1
latches	1	1	0.0728
multiplexers	135	135	10.5
AND/OR/NAND/NOR	1117	1117	24.2
-- metrics by stage --
stage          worst slack (ps)  util [%]
6_report                  10770      46.1
5_1_grt                   10280      46.1
4_1_cts                   10780      46.1
3_5_place_dp              10860      43.5
3_3_place_gp              10940      43.5
2_1_floorplan             13080         -
